### ./design.v
module motor(
    input wire motor_on, 		 
    input wire clk,     		 
    output reg [3:0] GPIO_1,	 
	 output reg p3_on				 
);
platform3 platform3_(.p3_on(p3_on));
reg motor_on_internal;
reg [31:0] count = 390_624;  
reg [31:0] cntr = 0;
reg [31:0] timer = 50_000_000;  
always @(posedge clk) begin
    motor_on_internal <= motor_on; 		 
    if (motor_on_internal == 1) begin 	 
	 motor_on_internal <= 0; 				 
	 if (timer > 0) begin
        if (cntr < count*1/4) begin
            GPIO_1 <= 4'b0001;
        end else if (cntr < count*2/4) begin
            GPIO_1 <= 4'b0010;
        end else if (cntr < count*3/4) begin
            GPIO_1 <= 4'b0100;
        end else if (cntr < count*4/4) begin
            GPIO_1 <= 4'b1000;
				timer <= timer - 1;  
        end
        cntr <= cntr + 1;
        if (cntr >= count) begin
            cntr <= 0;
        end
	 end else begin 
		      GPIO_1 <= 4'b0000;  
				p3_on <= 1;			  
		  end
	 end
end
endmodule
module platform1(
    input wire p1_on,			 
    input wire clk,              	 
    output reg [3:0] GPIO_1,		 
    output reg colour_sensor_on		 
);
reg p1_on_internal;
reg [31:0] count = 390_624;  
reg [31:0] cntr = 0;
reg [31:0] timer = (50_000_000 * 0.125);  
always @(posedge clk) begin
    p1_on_internal <= p1_on; 	         
    if (p1_on_internal == 1) begin 	 
    p1_on_internal <= 0; 	         
    if (timer > 0) begin
        if (cntr < count*1/4) begin
            GPIO_1 <= 4'b1000;
        end else if (cntr < count*2/4) begin
            GPIO_1 <= 4'b0100;
        end else if (cntr < count*3/4) begin
            GPIO_1 <= 4'b0010;
        end else if (cntr < count*4/4) begin
            GPIO_1 <= 4'b0001;
				timer <= timer - 1;  
        end
        cntr <= cntr + 1;
        if (cntr >= count) begin
            cntr <= 0;
        end
	 end else begin 
		      GPIO_1 <= 4'b0000;  
		  end
	 end
end
endmodule
module platform2(
    input wire p2_on,			 
    input wire clk,     		 
    input wire [5:0] colour, 		 
    output reg [3:0] GPIO_1,		 
    output reg motor_on			 
);
motor motor_(.motor_on(motor_on));
reg p2_on_internal;
reg [31:0] count = 390_624;  
reg [31:0] cntr = 0;
reg [31:0] timer = 50_000_000;
reg [31:0] red_timer = (50_000_000 * 0.125);  
reg [31:0] bro_timer = (50_000_000 * 0.250);  
reg [31:0] yel_timer = (50_000_000 * 0.375);  
reg [31:0] ora_timer = (50_000_000 * 0.500);  
reg [31:0] blu_timer = (50_000_000 * 0.250);  
reg [31:0] gre_timer = (50_000_000 * 0.375);  
always @(posedge clk) begin
    p2_on_internal <= p2_on; 		 
    if (p2_on_internal == 1) begin 	 
    p2_on_internal <= 0; 		 
    if (colour == 000001) begin
    if (red_timer > 0) begin
        if (cntr < count*1/4) begin
            GPIO_1 <= 4'b1000;
        end else if (cntr < count*2/4) begin
            GPIO_1 <= 4'b0100;
        end else if (cntr < count*3/4) begin
            GPIO_1 <= 4'b0010;
        end else if (cntr < count*4/4) begin
            GPIO_1 <= 4'b0001;
        red_timer <= red_timer - 1;  
        end
        cntr <= cntr + 1;
        if (cntr >= count) begin
            cntr <= 0;
        end  
        end else begin
        GPIO_1 <= 4'b0000; 	  
        motor_on <= 1;		  
        end
    end  
    else if (colour == 000010) begin
    if (bro_timer > 0) begin
        if (cntr < count*1/4) begin
            GPIO_1 <= 4'b1000;
        end else if (cntr < count*2/4) begin
            GPIO_1 <= 4'b0100;
        end else if (cntr < count*3/4) begin
            GPIO_1 <= 4'b0010;
        end else if (cntr < count*4/4) begin
            GPIO_1 <= 4'b0001;
        bro_timer <= bro_timer - 1;  
        end
        cntr <= cntr + 1;
        if (cntr >= count) begin
            cntr <= 0;
        end  
        end else begin
        GPIO_1 <= 4'b0000; 	  
        motor_on <= 1;		  
        end
    end  
    else if (colour == 000100) begin
    if (yel_timer > 0) begin
        if (cntr < count*1/4) begin
            GPIO_1 <= 4'b1000;
        end else if (cntr < count*2/4) begin
            GPIO_1 <= 4'b0100;
        end else if (cntr < count*3/4) begin
            GPIO_1 <= 4'b0010;
        end else if (cntr < count*4/4) begin
            GPIO_1 <= 4'b0001;
        yel_timer <= yel_timer - 1;  
        end
        cntr <= cntr + 1;
        if (cntr >= count) begin
            cntr <= 0;
        end  
        end else begin
        GPIO_1 <= 4'b0000; 	  
        motor_on <= 1;		  
        end
    end  
    else if (colour == 001000) begin
    if (ora_timer > 0) begin
        if (cntr < count*1/4) begin
            GPIO_1 <= 4'b1000;
        end else if (cntr < count*2/4) begin
            GPIO_1 <= 4'b0100;
        end else if (cntr < count*3/4) begin
            GPIO_1 <= 4'b0010;
        end else if (cntr < count*4/4) begin
            GPIO_1 <= 4'b0001;
        ora_timer <= ora_timer - 1;  
        end
        cntr <= cntr + 1;
        if (cntr >= count) begin
            cntr <= 0;
        end  
        end else begin
        GPIO_1 <= 4'b0000; 	  
        motor_on <= 1;		  
        end
    end  
    else if (colour == 010000) begin
    if (blu_timer > 0) begin
        if (cntr < count*1/4) begin
            GPIO_1 <= 4'b0001;
        end else if (cntr < count*2/4) begin
            GPIO_1 <= 4'b0010;
        end else if (cntr < count*3/4) begin
            GPIO_1 <= 4'b0100;
        end else if (cntr < count*4/4) begin
            GPIO_1 <= 4'b1000;
        blu_timer <= blu_timer - 1;  
        end
        cntr <= cntr + 1;
        if (cntr >= count) begin
            cntr <= 0;
        end  
        end else begin
        GPIO_1 <= 4'b0000; 	  
        motor_on <= 1;		  
        end
    end  
    else if (colour == 100000) begin
    if (gre_timer > 0) begin
        if (cntr < count*1/4) begin
            GPIO_1 <= 4'b0001;
        end else if (cntr < count*2/4) begin
            GPIO_1 <= 4'b0010;
        end else if (cntr < count*3/4) begin
            GPIO_1 <= 4'b0100;
        end else if (cntr < count*4/4) begin
            GPIO_1 <= 4'b1000;
        gre_timer <= gre_timer - 1;  
        end
        cntr <= cntr + 1;
        if (cntr >= count) begin
            cntr <= 0;
        end  
        end else begin
        GPIO_1 <= 4'b0000; 	  
        motor_on <= 1;		  
        end
    end  
  end  
end  
endmodule
module platform3(
    input wire p3_on,  	  	  
    input wire clk,      	  
    input wire [5:0] colour, 	  
    output reg [3:0] GPIO_1,	  
    output reg p1_on		  
);
platform1 platform1_(.p1_on(p1_on));
reg p3_on_internal;
reg [31:0] count = 390_624;  
reg [31:0] cntr = 0;
reg [31:0] timer = 50_000_000;
reg [31:0] red_return_timer = (50_000_000 * 0.250);  
reg [31:0] bro_return_timer = (50_000_000 * 0.375);  
reg [31:0] yel_return_timer = (50_000_000 * 0.500);  
reg [31:0] ora_return_timer = (50_000_000 * 0.375);  
reg [31:0] gre_return_timer = (50_000_000 * 0.250);  
reg [31:0] blu_return_timer = (50_000_000 * 0.125);  
always @(posedge clk) begin
    p3_on_internal <= p3_on; 		 
    if (p3_on_internal == 1) begin 	 
    p3_on_internal <= 0; 		 
    if (colour == 000001) begin
    if (red_return_timer > 0) begin
        if (cntr < count*1/4) begin
            GPIO_1 <= 4'b1000;
        end else if (cntr < count*2/4) begin
            GPIO_1 <= 4'b0100;
        end else if (cntr < count*3/4) begin
            GPIO_1 <= 4'b0010;
        end else if (cntr < count*4/4) begin
            GPIO_1 <= 4'b0001;
        red_return_timer <= red_return_timer - 1;  
        end
        cntr <= cntr + 1;
        if (cntr >= count) begin
            cntr <= 0;
        end  
        end else begin
        GPIO_1 <= 4'b0000; 	 
        p1_on <= 1; 		 
        end
    end  
    else if (colour == 000010) begin
    if (bro_return_timer > 0) begin
        if (cntr < count*1/4) begin
            GPIO_1 <= 4'b1000;
        end else if (cntr < count*2/4) begin
            GPIO_1 <= 4'b0100;
        end else if (cntr < count*3/4) begin
            GPIO_1 <= 4'b0010;
        end else if (cntr < count*4/4) begin
            GPIO_1 <= 4'b0001;
        bro_return_timer <= bro_return_timer - 1;  
        end
        cntr <= cntr + 1;
        if (cntr >= count) begin
            cntr <= 0;
        end  
        end else begin
        GPIO_1 <= 4'b0000; 	 
        p1_on <= 1; 		 
        end
    end  
    else if (colour == 000100) begin
    if (yel_return_timer > 0) begin
        if (cntr < count*1/4) begin
            GPIO_1 <= 4'b0001;
        end else if (cntr < count*2/4) begin
            GPIO_1 <= 4'b0010;
        end else if (cntr < count*3/4) begin
            GPIO_1 <= 4'b0100;
        end else if (cntr < count*4/4) begin
            GPIO_1 <= 4'b1000;
        yel_return_timer <= yel_return_timer - 1;  
        end
        cntr <= cntr + 1;
        if (cntr >= count) begin
            cntr <= 0;
        end  
        end else begin
        GPIO_1 <= 4'b0000; 	 
        p1_on <= 1; 		 
        end
    end  
    else if (colour == 001000) begin
    if (ora_return_timer > 0) begin
        if (cntr < count*1/4) begin
            GPIO_1 <= 4'b1000;
        end else if (cntr < count*2/4) begin
            GPIO_1 <= 4'b0100;
        end else if (cntr < count*3/4) begin
            GPIO_1 <= 4'b0010;
        end else if (cntr < count*4/4) begin
            GPIO_1 <= 4'b0001;
        ora_return_timer <= ora_return_timer - 1;  
        end
        cntr <= cntr + 1;
        if (cntr >= count) begin
            cntr <= 0;
        end  
        end else begin
        GPIO_1 <= 4'b0000; 	 
        p1_on <= 1; 		 
        end
    end  
    else if (colour == 010000) begin
    if (blu_return_timer > 0) begin
        if (cntr < count*1/4) begin
            GPIO_1 <= 4'b1000;
        end else if (cntr < count*2/4) begin
            GPIO_1 <= 4'b0100;
        end else if (cntr < count*3/4) begin
            GPIO_1 <= 4'b0010;
        end else if (cntr < count*4/4) begin
            GPIO_1 <= 4'b0001;
        blu_return_timer <= blu_return_timer - 1;  
        end
        cntr <= cntr + 1;
        if (cntr >= count) begin
            cntr <= 0;
        end  
        end else begin
        GPIO_1 <= 4'b0000; 	 
        p1_on <= 1; 		 
        end
    end  
    else if (colour == 100000) begin
    if (gre_return_timer > 0) begin
        if (cntr < count*1/4) begin
            GPIO_1 <= 4'b1000;
        end else if (cntr < count*2/4) begin
            GPIO_1 <= 4'b0100;
        end else if (cntr < count*3/4) begin
            GPIO_1 <= 4'b0010;
        end else if (cntr < count*4/4) begin
            GPIO_1 <= 4'b0001;
        gre_return_timer <= gre_return_timer - 1;  
        end
        cntr <= cntr + 1;
        if (cntr >= count) begin
            cntr <= 0;
        end  
        end else begin
        GPIO_1 <= 4'b0000; 	 
        p1_on <= 1; 		 
        end
    end  
  end  
end  
endmodule
### ./run.sh
#!/bin/bash
# OpenROAD 26Q1-2900-gdf79404cd8, Yosys 0.63+post, stock flow scripts
make -C /OpenROAD-flow-scripts/flow DESIGN_CONFIG=/design/flow/config.mk WORK_HOME=/design/flow/orfs finish
### ./config.mk
export PLATFORM = sky130hd
export DESIGN_NAME = platform2
export DESIGN_NICKNAME = platform2
export VERILOG_FILES = /design/flow/design.v
export SDC_FILE = /design/flow/constraint.sdc
export NUM_CORES = 4
export LEC_CHECK = 1
export CORE_UTILIZATION = 30
### ./constraint.sdc
current_design platform2

set clk_period 8.4
set clk_io_pct 0.2

create_clock -name clk0 -period $clk_period [get_ports {clk}]

set non_clock_inputs [all_inputs -no_clocks]
set_input_delay [expr $clk_period * $clk_io_pct] -clock clk0 $non_clock_inputs
set_output_delay [expr $clk_period * $clk_io_pct] -clock clk0 [all_outputs]
==> results.txt <==
design area: 0.00576 sq mm
synthesis-stage register bit count: 101
Post CTS Setup Buffer Count: 0
Vias/cell: 4.79
iteration-0 DRC count of the detailed router: 205
Fin. Hold Viols: 0
uppermost layer routed: met4
layout cells sized above 1: 8.88%
outcome: completed
antenna cells: 0
unrepaired setup endpoints after global routing: no
most numerous logic cell after layout: edfxtp_1
Clk pwr share: 41.1%
CTS tree: yes
initial antenna violation count: 0
Mapped Cells: 407
Post-DP HPWL: 5660 microns
clock buffer depth: 2
Pint: 757 uW
Hold Crit Class: register to register
routed wire length: 8460 microns
most instantiated logic cells after routing: edfxtp_1 (100), xor2_1 (50), nor2_1 (45)
Synth cell types: 50
Cell Rows: 46
Seq share, synth: 60.2%
Max Clock Skew: 0.00780 ns
setup_tns: 0 ns
clk slew on worst S/H paths: 0.07 ns
crit path DAT: 3.49 ns
Port Buffer Count: 11
Floorplan Utilization: 31.2%
Crit Path Category: primary input to register
Layout Utilization: 35.7%
final number of max-transition violations: 0
ys cells: 407
Post-Syn Area: 0.00502 sq mm
Ports: 13
flip-flops with a built-in enable: 100
CTS root buf: clkbuf_16
Residual DRC: 0
Combinational Power Share: 1.0%
fmax: 287 MHz
Startpoint Class: primary input
vias in the first global route: 3020
endpoints failing setup: 0
Sw Ratio: 20.2%
Metal-1 WL: 4010 microns
chip area in the Yosys report: 0.00502 sq mm
Flop pwr share: 57.9%
Worst Path Max Fanout: 32
Leakage: 0.00159 uW
clock latency (worst-skew pair): 0.35 ns
Die Wd: 131 microns
Worst VDD drop: 0.0877 mV
WL per Instance: 12.9 microns
overall routing resource usage: 10.8%
cts repair resizes: 0
Mean Syn Cell Area: 12.3 sq um
drt first pass iters: 4
Log Warnings: 25
Power Density: 165 mW/mm^2
placed cells: 639
chip area: 0.0173 sq mm
fin crit share: 41.5%
CTS H-tree depth: 3
fin crit period: 3.48 ns
Total Power: 948 uW
first-pass GRT wire length: 14700 microns
synth warn: 17
pin count of the biggest net entering global routing: 33
die height: 131 microns
clk sinks: 101
Core Box Area: 0.0161 sq mm
Crit path required time: 8.40 ns
Num CTS Buffers: 9
metal2 WL: 3930 microns
Final ANT Viol Nets: 0
Hold Buf Count CTS: 0
Post-Place Cell Area: 0.00547 sq mm
Async SR Flop Fraction: 0%
relative slew slack: 56.8%
Layout area overhead: 14.6%
Most used DFF post-synth: edfxtp_1
Setup crit end kind: register
Post-Layout Cell Count: 655
WL met3: 401 microns
detailed-route via count: 3139
total global routing overflow: 0
max-cap check violation count: 0
GP Congestion: 0.826
sw power: 191 uW
worst-margin pin slew: 0.640 ns
-- kinds of logic (layout without fill, tap and decap cells) --
family | after synthesis | count (layout) | share of synthesized area [%]
other | 2 | 14 | 0.150
and+or+nand+nor | 189 | 189 | 21.3
xor gates and xnor gates | 69 | 69 | 12.0
AOI/OAI and AO/OA | 24 | 24 | 4.06
DFF | 101 | 101 | 60.2
adders and majority gates | 3 | 3 | 0.747
buffers and inverters | 19 | 39 | 1.49
-- final timing paths --
kind	slack [ns]	start	endpoint	depth (start not counted)
setup / recovery	4.92	colour[2]	cntr[0]	6
hold / removal	0.47	p2_on_internal	p2_on_internal	1
setup reg to reg	5.40	cntr[20]	red_timer[29]	6
hold reg to reg	0.47	p2_on_internal	p2_on_internal	1
-- sequential cells by signal (all words and copies together) (netlist names) --
| register | cells |
|---|---|
| bro_timer | 32 |
| cntr | 32 |
| red_timer | 32 |
| GPIO_1 | 4 |
| p2_on_internal | 1 |
-- cells in the mapped netlist (3+ instances only) --
cell type	n	area (sq um)
xor2_1	50	438
nor3b_1	3	22.5
nor2_1	45	169
o21ai_0	3	15.0
or3_1	6	37.5
nand2_1	30	113
nand4_1	6	37.5
a21oi_1	4	20.0
o41ai_1	3	26.3
nand2b_1	4	25.0
inv_1	8	30.0
xnor2_1	19	166
nor4_1	14	87.6
nor4_2	3	37.5
nand3_1	14	70.1
clkbuf_1	10	37.5
or4_1	12	90.1
ha_1	3	37.5
edfxtp_1	100	3000
nor3_1	23	115
nor2b_1	5	31.3
and4_1	6	52.6
-- power groups by stage --
| stage | Combinational (uW) | Sequential (uW) | Clock, uW |
|---|---|---|---|
| CTS | 9.22 | 549 | 406 |
| global route | 10.4 | 549 | 422 |
| finish | 9.11 | 549 | 390 |
-- critical path, cell delays in order --
cell	delay, ns
clkdlybuf4s50_1	0.40
nor3_1	0.31
nand2_1	0.17
nor2_1	0.34
nor2b_2	0.21
buf_4	0.36
-- final cells by class --
| class | count | area [sq um] |
|---|---|---|
| flip-flops and latches | 101 | 3020 |
| repair buffers | 15 | 140 |
| multi-input cells | 299 | 2010 |
| fillers | 1532 | 10400 |
| inverters | 8 | 30.0 |
| well taps | 216 | 270 |
| clock buffers | 9 | 225 |
| clock inverters | 7 | 57.6 |
-- through the flow --
step	setup WS (ns)	hold slack (ns)
2_1_floorplan	3.34	0.413
3_3_place_gp	4.57	0.460
3_5_place_dp	4.54	0.466
4_1_cts	4.91	0.481
5_1_grt	4.73	0.496
6_report	4.92	0.473
-- metal layers --
layer | global-route usage (%) | vias to the layer above
li1 | - | 1563
met1 | 16.8 | 1513
met2 | 16.2 | 51
met5 | 0 | -
met3 | 2.99 | 12
met4 | 1.23 | 0
Power figures rest on the tool's default switching activity, not on a simulated workload.
